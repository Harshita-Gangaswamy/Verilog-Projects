--- design/flow/config.mk ---
export PLATFORM = sky130hd
export DESIGN_NAME = uart_top
export DESIGN_NICKNAME = uart_top
export VERILOG_FILES = /design/flow/design.v
export SDC_FILE = /design/flow/constraint.sdc
export NUM_CORES = 4
export LEC_CHECK = 1
export CORE_UTILIZATION = 50
--- design/flow/constraint.sdc ---
current_design uart_top

set clk_period 2.9
set clk_io_pct 0.2

create_clock -name clk0 -period $clk_period [get_ports {clk}]

set non_clock_inputs [all_inputs -no_clocks]
set_input_delay [expr $clk_period * $clk_io_pct] -clock clk0 $non_clock_inputs
set_output_delay [expr $clk_period * $clk_io_pct] -clock clk0 [all_outputs]
--- design/flow/design.v ---
module uart_top (
    input wire clk,
    input wire rst,
    input wire tx_start,
    input wire [7:0] tx_data,
    input wire rx,
    output wire tx,
    output wire [7:0] rx_data,
    output wire tx_done,
    output wire data_valid
);
    uart_tx transmitter (
        .clk(clk),
        .rst(rst),
        .tx_start(tx_start),
        .data(tx_data),
        .tx(tx),
        .tx_done(tx_done)
    );
    uart_rx receiver (
        .clk(clk),
        .rst(rst),
        .rx(rx),
        .data(rx_data),
        .data_valid(data_valid)
    );
endmodule
module uart_rx (
    input wire clk,        
    input wire rst,        
    input wire rx,         
    output reg [7:0] data, 
    output reg data_valid  
);
    parameter CLK_FREQ = 50000000;  
    parameter BAUD_RATE = 9600;
    localparam BIT_PERIOD = CLK_FREQ / BAUD_RATE;
    reg [3:0] bit_index = 0;
    reg [15:0] clk_count = 0;
    reg [7:0] shift_reg;
    reg receiving = 0;
    always @(posedge clk or posedge rst) begin
        if (rst) begin
            receiving <= 0;
            data_valid <= 0;
        end else if (!receiving && !rx) begin  
            receiving <= 1;
            clk_count <= BIT_PERIOD / 2;  
            bit_index <= 0;
        end else if (receiving) begin
            if (clk_count < BIT_PERIOD - 1) begin
                clk_count <= clk_count + 1;
            end else begin
                clk_count <= 0;
                if (bit_index < 8) begin
                    shift_reg[bit_index] <= rx;
                end
                bit_index <= bit_index + 1;
                if (bit_index == 8) begin
                    receiving <= 0;
                    data <= shift_reg;
                    data_valid <= 1;
                end
            end
        end else begin
            data_valid <= 0;
        end
    end
endmodule
module uart_tx (
    input wire clk,         
    input wire rst,         
    input wire tx_start,    
    input wire [7:0] data,  
    output reg tx,          
    output reg tx_done      
);
    parameter CLK_FREQ = 50000000;  
    parameter BAUD_RATE = 9600;
    localparam BIT_PERIOD = CLK_FREQ / BAUD_RATE;
    reg [3:0] bit_index = 0;
    reg [15:0] clk_count = 0;
    reg busy = 0;
    reg [9:0] shift_reg;
    always @(posedge clk or posedge rst) begin
        if (rst) begin
            busy <= 0;
            tx <= 1;  
            tx_done <= 0;
        end else if (tx_start && !busy) begin
            busy <= 1;
            clk_count <= 0;
            bit_index <= 0;
            shift_reg <= {1'b1, data, 1'b0};  
        end else if (busy) begin
            if (clk_count < BIT_PERIOD - 1) begin
                clk_count <= clk_count + 1;
            end else begin
                clk_count <= 0;
                tx <= shift_reg[0];
                shift_reg <= shift_reg >> 1;
                bit_index <= bit_index + 1;
                if (bit_index == 9) begin
                    busy <= 0;
                    tx_done <= 1;
                end
            end
        end else begin
            tx_done <= 0;
        end
    end
endmodule
--- design/flow/run.sh ---
#!/bin/bash
# OpenROAD 26Q1-2900-gdf79404cd8, Yosys 0.63+post, stock flow scripts
make -C /OpenROAD-flow-scripts/flow DESIGN_CONFIG=/design/flow/config.mk WORK_HOME=/design/flow/orfs finish
==> flow_metrics.env <==
# source this file to load flow results
export IMPL_cts_root_buf="clkbuf_8"
export IMPL_die_width_um=85.7
export IMPL_grt_max_degree=17
export IMPL_ys_flops=71
export IMPL_wl_per_cell_um=14.7
export IMPL_clkLatencyLatePin_ns=0.34
export IMPL_fp_row_count=30
export IMPL_arrival_ns=2.19
export IMPL_drt_iter0_drc=131
export IMPL_r2r_cells=5
export IMPL_hold_viol_final=0
export IMPL_yosysUniqueCellTypes=52
export IMPL_r2r_slack_ns=0.71
export IMPL_routed_wl_um=5980
export IMPL_outcome="finished, final reports clean"
export IMPL_cts_tree="done"
export IMPL_crit_start="receiver.bit_index[0]"
export IMPL_synthArstFlopShare=0.0704
export IMPL_setup_worst_path_start_class="flip-flop"
export IMPL_holdWs_ns=0.463
export IMPL_grt_pass1_vias=2089
export IMPL_core_um2=6790
export IMPL_slew_violations=0
export IMPL_ys_warn_count=2
export IMPL_end_kind="flip-flop"
export IMPL_postSynthSeqShare=0.602
export IMPL_io_pins=23
export IMPL_synthToLayoutAreaGrowth_pct=15.7
export IMPL_rsz0062_at_grt="false"
export IMPL_cp_max_fo=11
export IMPL_grt_pass1_wl_um=10400
export IMPL_openroad_warnings=30
export IMPL_synthFlopType="edfxtp_1"
export IMPL_place_gp_congestion=0.787
export IMPL_p_leak_nw=1.38
export IMPL_min_delay_worst_endpoint="receiver.data[0]"
export IMPL_drive_gt1_frac=0.131
export IMPL_die_height_um=85.7
export IMPL_max_cap_viol_count=0
export IMPL_diodes=0
export IMPL_chipArea_um2=7340
export IMPL_synth_chip_area_um2=3500
export IMPL_hold_class="flip-flop to flip-flop"
export IMPL_period_needed_ns=2.19
export IMPL_grt_usage=0.194
export IMPL_fin_tns_setup_ns=0
export IMPL_p_total_w=0.00266
export IMPL_clock_sinks=71
export IMPL_syn_instance_count=270
export IMPL_vias=2168
export IMPL_post_cts_setup_buffers=0
export IMPL_edf_count=66
export IMPL_power_density_nw_per_um2=658
export IMPL_avgSynthCellArea_um2=13.0
export IMPL_worstMarginPinSlew_ns=0.627
export IMPL_fin_crit_sh=0.754
export IMPL_placed_area_um2=3860
export IMPL_cts_resized_gates=0
export IMPL_floorplanUtilization=0.515
export IMPL_worst_endpoint_required_ns=2.90
export IMPL_first_pass_iters=4
export IMPL_slew_headroom=0.579
export IMPL_drc=0
export IMPL_worst_r2r_endpoint="receiver.data[2]"
export IMPL_cts_hold_buffers=0
export IMPL_whs_path_depth=0
export IMPL_cts_clk_slew_worst_paths_ns=0.07
export IMPL_skew_ns=0.0112
export IMPL_final_area_um2=4050
export IMPL_postRouteAntennaNets=0
export IMPL_grt_antenna_before_repair=0
export IMPL_port_buffers=22
export IMPL_via_per_inst=5.31
export IMPL_grt_overflow=0
export IMPL_cts_htree_levels=3
export IMPL_yosys_cells=270
export IMPL_cts_buffers=9
export IMPL_min_from="receiver.shift_reg[0]"
export IMPL_fmax_ghz=0.457
export IMPL_r2r_start="receiver.bit_index[0]"
export IMPL_ctsLongestPathBuffers=2
export IMPL_ir_drop_v=0.000453
export IMPL_place_hpwl_um=4070
export IMPL_path_class="flip-flop to flip-flop"
export IMPL_syn_area_um2=3500
export IMPL_setup_viol=0
==> layout by cell type, fill, tap and decap left out, types with 3 or more instances in the layout <==
master	n
xor2_1	11
and3_1	4
nor3_1	4
conb_1	6
xnor2_1	12
ha_1	9
nor3_2	7
nor2b_1	5
dfrtp_1	4
and2_1	3
clkdlybuf4s50_1	22
edfxtp_1	66
inv_1	9
nor2_1	28
clkbuf_8	10
and4_1	4
mux2_2	8
o21a_1	4
mux2_1	3
nand2_1	15
a21oi_1	3
nand4_1	7
nand3_1	13
nor4_1	3
o21ai_0	3
o2bb2ai_1	6
buf_4	6
o21ai_1	6
==> layer usage <==
| metal | part of all wire | routed length, um | vias to the layer above | GRT usage |
|---|---|---|---|---|
| li1 | - | - | 1077 | - |
| met5 | 0 | 0 | - | 0 |
| met3 | 0.047 | 281 | 9 | 0.0479 |
| met4 | 0.016 | 95 | 0 | 0.0318 |
| met1 | 0.52 | 3130 | 1041 | 0.373 |
| met2 | 0.41 | 2470 | 41 | 0.250 |
==> cell usage after synthesis, types with 5 or more instances <==
cell / instances / area share
edfxtp_1: 66 / 0.57
ha_1: 9 / 0.032
inv_1: 9 / 0.0097
mux2_2: 8 / 0.026
nand2_1: 15 / 0.016
nand3_1: 13 / 0.019
nand4_1: 7 / 0.013
nor2_1: 28 / 0.030
nor2b_1: 5 / 0.0089
nor3_2: 7 / 0.020
o21ai_1: 6 / 0.0086
o2bb2ai_1: 6 / 0.015
xnor2_1: 12 / 0.030
xor2_1: 11 / 0.028
==> where the power goes <==
| part | switching, W | internal (W) | total (W) |
|---|---|---|---|
| combinational | 0.000231 | 0.000230 | 0.000461 |
| sequential | 0.000124 | 0.00131 | 0.00143 |
| clock | 0.000355 | 0.000418 | 0.000772 |
==> critical path, cell delays in order (launching register included) <==
cell	delay, ns
edfxtp_1	0.54
inv_1	0.17
ha_1	0.32
nand2b_1	0.18
nor2_1	0.21
and4_1	0.43
==> area by class of cell <==
type / count / area, um^2
Sequential cell: 71 / 2110
Clock buffer: 12 / 145
Fill cell: 553 / 2750
Multi-Input combinational cell: 188 / 1330
Tap cell: 96 / 120
Timing Repair Buffer: 28 / 265
Clock inverter: 4 / 46.3
Inverter: 9 / 33.8
==> how the worst max path moves through the flow <==
stage	endpoint	slack (ns)	depth (start not counted)
6_report	receiver.data[2]	0.71	5
4_1_cts	receiver.data[0]	0.72	5
5_1_grt	receiver.shift_reg[6]	0.49	6
==> per-stage QoR <==
step / setup slack, ns / cells / utilization
after global placement: 0.566 / 392 / 0.568
after floorplan: 0.671 / 275 / -
after global routing: 0.488 / 408 / 0.596
final: 0.713 / 408 / 0.596
after detailed placement: 0.533 / 392 / 0.568
after CTS: 0.719 / 408 / 0.596
==> logic make-up (layout without fill, tap and decap cells) <==
logic type,Yosys count,after routing,share of synthesized area
compound gates,38,38,0.0908
fa+ha+maj,9,9,0.0322
mux,11,11,0.0354
simple gates,101,101,0.157
other cells,1,6,0.00107
flops,71,71,0.602
xor+xnor,23,23,0.0576
buf+inv,16,53,0.0232
Power is estimated from default activity; no workload was simulated.
