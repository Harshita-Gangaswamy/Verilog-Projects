==> config.mk <==
export PLATFORM = sky130hd
export DESIGN_NAME = i2c_master
export DESIGN_NICKNAME = i2c_master
export VERILOG_FILES = /design/flow/design.v
export SDC_FILE = /design/flow/constraint.sdc
export NUM_CORES = 4
export LEC_CHECK = 1
export CORE_UTILIZATION = 40
==> constraint.sdc <==
current_design i2c_master

set clk_period 3.5
set clk_io_pct 0.2

create_clock -name clk0 -period $clk_period [get_ports {clk}]

set non_clock_inputs [all_inputs -no_clocks]
set_input_delay [expr $clk_period * $clk_io_pct] -clock clk0 $non_clock_inputs
set_output_delay [expr $clk_period * $clk_io_pct] -clock clk0 [all_outputs]
==> design.v <==
module i2c_master (
    input wire clk,
    input wire rst,
    input wire start,
    input wire rw,
    input wire [7:0] data_in,
    input wire [6:0] addr,
    inout wire sda,
    output reg scl,
    output reg done,
    output reg [7:0] data_out
);
    parameter CLK_FREQ = 50000000;
    parameter I2C_FREQ = 100000;
    localparam SCL_PERIOD = CLK_FREQ / (4 * I2C_FREQ);
    reg [3:0] state = 0;
    reg [7:0] shift_reg;
    reg [3:0] bit_count;
    reg [15:0] clk_count;
    reg sda_out = 1;
    assign sda = (state > 1 && state < 9) ? sda_out : 1'bz;
    always @(posedge clk or posedge rst) begin
        if (rst) begin
            state <= 0;
            sda_out <= 1;
            scl <= 1;
            done <= 0;
        end else begin
            case (state)
                0: if (start) begin
                        sda_out <= 0;
                        clk_count <= 0;
                        state <= 1;
                   end
                1: if (clk_count == SCL_PERIOD) begin
                        clk_count <= 0;
                        shift_reg <= {addr, rw};  
                        bit_count <= 8;
                        state <= 2;
                   end else clk_count <= clk_count + 1;
                2: if (clk_count == SCL_PERIOD) begin
                        scl <= ~scl;
                        if (!scl) begin
                            sda_out <= shift_reg[7];
                            shift_reg <= shift_reg << 1;
                            bit_count <= bit_count - 1;
                            if (bit_count == 0) state <= 3;
                        end
                        clk_count <= 0;
                   end else clk_count <= clk_count + 1;
                3: begin 
                        state <= rw ? 5 : 4;
                   end
                4: if (!rw && clk_count == SCL_PERIOD) begin  
                        shift_reg <= data_in;
                        bit_count <= 8;
                        state <= 2;
                   end
                5: if (rw && clk_count == SCL_PERIOD) begin  
                        scl <= ~scl;
                        if (!scl) begin
                            data_out <= {data_out[6:0], sda};
                            bit_count <= bit_count - 1;
                            if (bit_count == 0) state <= 6;
                        end
                        clk_count <= 0;
                   end else clk_count <= clk_count + 1;
                6: begin
                        sda_out <= 0;
                        scl <= 1;
                        done <= 1;
                        state <= 7;
                   end
                7: if (!start) state <= 0;
            endcase
        end
    end
endmodule
==> run.sh <==
#!/bin/bash
# OpenROAD 26Q1-2900-gdf79404cd8, Yosys 0.63+post, stock flow scripts
make -C /OpenROAD-flow-scripts/flow DESIGN_CONFIG=/design/flow/config.mk WORK_HOME=/design/flow/orfs finish
==> reports/metrics.yaml <==
yosys.stat.seqShare_pct: 53.4
dp_cells: 317
yosysTopAreaCell: "edfxtp_1"
cts.sinks: 42
synthArstFlopShare_pct: 14.3
ys_top_cells_by_area: "edfxtp_1, dfrtp_1, nor2_1, nand2_1, xor2_1"
stop_stage: "clock tree synthesis (4_1_cts)"
ys_area_um2: 2310
post_cts_buffers: 0
error: "[error] [KeplerFormal.cpp:679] Workflow failed: Iso has multiple drivers: .sda0, sda$_DFFE_PP1P_.Q0"
cts.root.buffer_cell: "clkbuf_8"
synth_cells: 224
syn_area_per_cell_um2: 10.3
die_y_um: 78.0
cts_made_buffers: 5
rows: 27
placed_area_um2: 2680
cts_buffer_depth: 2
cts_max_level: 2
numSynthFlops: 42
flop_cell: "edfxtp_1"
die-width_um: 78.0
yosys_warnings: 2
status: "did not finish"
synth-edff-count: 36
synth-cells-yosys: 224
dp_hpwl_mm: 3.06
gp_congestion: 0.907
portBuffers: 28
synthesis.area_um2: 2310
ios: 30
post_cts_resized: 0
synth_top_area_share_pct: 46.8
fp_util_pct: 41.7
ys_types: 46
holdBufCountCts: 0
[per-stage QoR]
step	worst slack (ps)	power [mW]	hold WS [ps]	util (%)
after floorplan	725	0.646	400	-
after global placement	1050	0.683	438	48.3
after detailed placement	1030	0.683	443	48.3
[cell families after synthesis]
family                   synth area share [%]
XOR/XNOR                                 4.55
buffers and inverters                    3.73
AND-OR/OR-AND                            14.0
flip-flops                               53.4
multiplexers                            0.433
adder cells (fa/ha/maj)                  1.62
AND/OR/NAND/NOR                          22.3
[cell usage after synthesis (2+ instances only)]
cell	count
or3_1	6
dfrtp_1	4
o21ai_1	8
xnor2_1	4
o22ai_1	2
a22oi_1	7
a21oi_1	12
and3b_1	2
or3b_2	2
nor2b_1	4
nor4b_1	2
o21ai_0	8
or2_2	2
xor2_1	8
and3_1	3
a31oi_1	2
and4_1	3
clkbuf_1	9
dfstp_2	2
a211oi_1	4
nor4_1	3
nand2b_1	3
nand4_1	5
nor3_1	3
ha_1	3
inv_1	10
nor2_1	23
nand2_1	19
edfxtp_1	36
nor3b_1	2
nand3_1	6
buf_2	3
Power figures rest on the tool's default switching activity, not on a simulated workload.
